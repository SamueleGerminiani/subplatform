`flow/run.sh`:
```
#!/bin/bash
# OpenROAD 26Q1-2900-gdf79404cd8, Yosys 0.63+post, stock flow scripts
make -C /OpenROAD-flow-scripts/flow DESIGN_CONFIG=/design/flow/config.mk WORK_HOME=/design/flow/orfs finish
```
`flow/config.mk`:
```
export PLATFORM = sky130hd
export DESIGN_NAME = wishbone_bus_selector
export DESIGN_NICKNAME = wishbone_bus_selector
export VERILOG_FILES = /design/flow/design.v
export SDC_FILE = /design/flow/constraint.sdc
export NUM_CORES = 4
export LEC_CHECK = 1
export CORE_AREA = 10 10 70 70
export DIE_AREA = 0 0 80 80
```
`flow/constraint.sdc`:
```
current_design wishbone_bus_selector

set clk_period 2.4
set clk_io_pct 0.2

create_clock -name clk0 -period $clk_period

set non_clock_inputs [all_inputs -no_clocks]
set_input_delay [expr $clk_period * $clk_io_pct] -clock clk0 $non_clock_inputs
set_output_delay [expr $clk_period * $clk_io_pct] -clock clk0 [all_outputs]
```
`flow/design.v`:
```
`timescale 1ns / 1ps
module wishbone_bus_selector
#( parameter SLAVES=1)
(  input  logic [31:0] address,
   output logic [31:0] slave
);
function in_range;
    input [31:0] address;
    input [31:0] base_address;
    input [31:0] last_address;
begin
    in_range = (address >= base_address && address <= last_address)? 1 : 0;
end
endfunction
assign slave = in_range ( address, 32'h0,  32'h37 )? 32'b0 :
               in_range ( address, 32'h60, 32'h60 )? 32'b1 :
               SLAVES;
endmodule
```
==> results_dict.tcl <==
# flow metrics
set metrics [dict create \
    status "complete, no violations" \
    power_frac_seq_pct 0 \
    drt_pre_antenna_iters 4 \
    drt-total-wl_mm 1.24 \
    seq_area_frac_synth_pct 0 \
    rows 21 \
    antenna_found_initial 0 \
    critPathSlowestCell "or4_4" \
    rsz0062_at_grt "no" \
    grtUsageTotal_pct 3.05 \
    swShare_pct 21.9 \
    report.final.slew_viol_count 0 \
    setup_viol 0 \
    wire_per_inst_um 10.6 \
    coreArea_um2 3420 \
    fp-utilization_pct 8.79 \
    peakVddDrop_uv 10.6 \
    nFillCells 397 \
    cp-end-kind "primary output" \
    grt_pass1_vias 372 \
    power.density_nw_per_um2 99.6 \
    finalCritPeriodShare_pct 97.2 \
    cp_max_fo 1 \
    required_ps 1920 \
    tool_warnings 35 \
    regArea_um2 0 \
    fmax_mhz 429 \
    ys_types 8 \
    cellLeakagePower_uw 0.000232 \
    avgViaCountPerCell 2.62 \
    port_buffers 30 \
    top_area_cell "buf_4" \
    yosysMostFrequentCell "buf_4" \
    vias 306 \
    hold_viol_final 0 \
    drt_iter0_markers 8 \
    yosys-top-cells-area "buf_4 (77%), nor4_1 (10%), and4_1 (2.9%)" \
    overflow 0 \
    ctsHoldBuffers 0 \
    crit_chain "clkdlybuf4s50_1, or4_4, a31oi_4, nand4_1, clkdlybuf4s15_1" \
    hpwl_mm 1.20 \
    internal_power_uw 43.3 \
    finalSetupTns_ps 0 \
    critical_path_arrival_ps 1850 \
    fin_area_um2 557 \
    gp_congestion 0.843 \
    fin_crit_ps 2330 \
    syn2layout_area_growth_pct 85.4 \
    comb_area_um2 199 \
    die_w_um 80 \
    nClkBuffers 0 \
    top_area_share_pct 77.5 \
    grt_pass1_wl_mm 1.61 \
    flops 0 \
    antenna_left 0 \
    min_path_type "input port to primary output" \
    synth_cells 42 \
    n_antenna_cell 0 \
    syn_area_per_cell_um2 7.15 \
    dieArea_um2 6400 \
    syn_area_um2 300 \
    ys_warn_count 1 \
    fin_util_pct 16.3 \
    drv_cap 0 \
    p_comb_share_pct 100.0 \
    startpoint_type "input port" \
    top_cells_by_count "buf_4 (31), nor4_1 (5)" \
    yosys_cells 42 \
    p_clk_share_pct 0 \
    grt_max_degree 2 \
    setup.worst_path.class "input port to primary output" \
    route.detailed.drc 0 \
    max_stage_delay_ps 540 \
    ioPinCount 64 \
    die_h_um 80 \
    layout-drive-gt1-share_pct 2.82 \
    yosys-stat-area_um2 300 \
    place_area_um2 538 \
    power_switching_uw 12.2 \
]
metal layers:
metal  up-vias  GRT usage (%)  part of all wire (%)
met5         -              0                     0
met1       129           4.09                    47
met4         0              0                     0
met2        38           5.06                    42
met3         0          0.795                    11
li1        139              -                     -
power by group through the flow:
stage         clock network [µW]  logic (µW)  registers, µW
CTS                            0        54.8              0
global route                   0        61.4              0
finish                         0        55.5              0
final cells by class:
cell class,count,area share (%)
Tap cell,46,10.3
Multi-Input combinational cell,41,35.7
Timing Repair Buffer,30,53.9
worst paths after layout:
path | startpoint | end | depth (start not counted)
min | address[8] | slave[0] | 4
max | address[18] | slave[0] | 5
cells by family (layout without fill, tap and decap cells):
group	count (synthesis)	in the layout	synth area share [%]
and+or+nand+nor	9	9	19.2
buffers and inverters	31	30	77.5
other	1	31	1.25
AOI/OAI and AO/OA	1	1	2.08
cells in the final DEF (no fill, tap or decap):
cell type and instances:
a31oi_4 1, and4_1 1, or4_4 1, conb_1 31
clkdlybuf4s15_1 1, clkdlybuf4s50_1 29, nand4_1 1, nor2_1 1
nor4_1 5
stage by stage:
step | cells | worst slack [ps] | power [µW] | hold WS [ps]
after floorplan | 72 | 726 | 38.2 | 1030
after detailed placement | 117 | -207 | 54.6 | 2000
after global placement | 117 | -210 | 54.6 | 2000
final | 117 | 67.0 | 55.5 | 1700
after global routing | 117 | 4.23 | 61.4 | 1750
after CTS | 117 | 37.1 | 54.8 | 1710
critical path: cells and delay by family:
kind            cells  cell delay, ps
compound gates      1             150
buf+inv             2             590
simple gates        2             630
what timing repair did:
item | 4_1_cts | 5_1_grt
setup buffers | 0 | 0
setup endpoints to repair | 1 | 1
pin swaps | 1 | 0
gates resized | 2 | 3
Power figures rest on the tool's default switching activity, not on a simulated workload.
